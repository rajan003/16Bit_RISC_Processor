`flow/run.sh`:
```
#!/bin/bash
# OpenROAD 26Q1-2900-gdf79404cd8, Yosys 0.63+post, stock flow scripts
make -C /OpenROAD-flow-scripts/flow DESIGN_CONFIG=/design/flow/config.mk WORK_HOME=/design/flow/orfs finish
```
`flow/config.mk`:
```
export PLATFORM = sky130hd
export DESIGN_NAME = sram_2p
export DESIGN_NICKNAME = sram_2p
export VERILOG_FILES = /design/flow/design.v
export SDC_FILE = /design/flow/constraint.sdc
export NUM_CORES = 4
export LEC_CHECK = 1
export CORE_UTILIZATION = 30
```
`flow/constraint.sdc`:
```
current_design sram_2p

set clk_period 8.6
set clk_io_pct 0.2

create_clock -name clk0 -period $clk_period [get_ports {rclk}]
create_clock -name clk1 -period $clk_period [get_ports {wclk}]

set non_clock_inputs [all_inputs -no_clocks]
set_input_delay [expr $clk_period * $clk_io_pct] -clock clk0 $non_clock_inputs
set_output_delay [expr $clk_period * $clk_io_pct] -clock clk0 [all_outputs]
```
`flow/design.v`:
```
module sram_2p #(
  parameter ADDR_W = 6,
  parameter DATA_W = 32,
  parameter DEPTH  = 64
)(
  input  logic                 wclk,
  input  logic                 wen,
  input  logic [ADDR_W-1:0]     waddr,
  input  logic [DATA_W-1:0]     wdata,
  input  logic                 rclk,
  input  logic                 ren,
  input  logic [ADDR_W-1:0]     raddr,
  output logic [DATA_W-1:0]     rdata
);
  logic [DATA_W-1:0] mem [0:DEPTH-1];
  always_ff @(posedge wclk) begin
    if (wen)
      mem[waddr] <= wdata;
  end
  always_ff @(posedge rclk) begin
    if (ren) begin
      if (wen && (waddr == raddr))    
        rdata <= wdata;        
      else
        rdata <= mem[raddr];
    end
  end
endmodule
```
==> summary.txt <==
run metrics: Pins Over Slew Limit 0, CP most frequent cell buf_4, vias 40,600, # DRC 0, die extent in x between 500 and 600 um, Required @ worst endpoint 8.64 ns, CP Class input pin to flip-flop, DRT iter0 DRCs ~2,700, largest net degree at the start of global routing between 80 and 90, Yosys reg bits about 2,100, Seq share, synth between 70% and 80%, number of cells in Yosys stat around 4,200, first-pass GRT wire length ~310,000 um, hold_buf cts 0, Cell Pwr Density ~230 nW/um2, total die size 270,000 um2, Final HPWL DP 117,000 um, Post-synth top cells 2,080 x edfxtp_1, 816 x mux2i_1, 404 x a22oi_1, 136 x mux4_2, 130 x nand3_1, num rows approximately 190, ratio of cells with drive above 1 in the final layout between 10% and 20%, TritonRoute pass-1 iters 7, Main synth FF type edfxtp_1, initial antenna violation count 15, post-place setup slack between 3 and 4 ns, CORE AREA 266,000 um2, Worst Max-Slew Pin Slew ~1.1 ns, number of global-route vias before repair 43,400, CTS tree built, final hold viol count 0, status completed, type of destination of the critical path flip-flop, Reg clk slew, reported paths about 0.060 ns, LEAKAGE between 30 and 40 nW, Port Buffers 78, average wire per standard cell approximately 27 um, Post-Route Setup TNS 0 ns, RSZ-0062 raised after global routing no, tool warnings 27, Synthesis Warnings 1, Post-synth ARST share 0%, Post-CTS Setup Inserts 0, number of synthesized flops with an enable pin 2,080, endpoints failing setup 0, Syn-to-layout area delta 15.3%, Gate Count Post-Synth roughly 4,200, peak supply drop 0.000227 V, synthesized area per cell ~19 um2, die height 519 um, Post-Route WL 216,000 um, Initial Utilization between 30% and 40%, worst hold path type input pin to flip-flop, DP Cell Count 7,682, via density per instance roughly 5.0, max incr delay on CP just over 0.6 ns, leading area contributor after synthesis edfxtp_1, Worst EP arrival ~5.1 ns, Max-Cap Viols 0, worst-path maximum fanout 53, top cells, area edfxtp_1 78%, mux2i_1 10%, mux4_2 3.8%, a22oi_1 3.8%, nand3_1 0.81%, Synth Cell Area approximately 80,000 um2, GP Congestion approximately 0.89, post-synth cell types 37, Tot GR Track Use between 15 and 20%, Resize count post-CTS 0, io pins approximately 80, Synth top cell by count edfxtp_1, critical path, cell by cell buf_8 -> buf_4 -> buf_4 -> buf_4 -> mux2i_1 -> a22oi_1 -> a21oi_1 -> a21oi_1 -> a32oi_1 -> nand2_1, grt total ovfl 0, critical path launch point type input pin, slowest library cell on the worst path buf_4, Yosys Chip Area ~80,000 um2, Final Util roughly a third, Largest type area fraction approximately 78%, post-route ant nets 0, Sink Count 2,080, setup ws final roughly 3.6 ns, Finished Layout Cells ~8,100, worst hold slack ~1.1 ns, Rel. slew slack ~24%
[worst paths after layout]
kind / startpoint / to / slack (ns) / depth (start not counted)
max: raddr[2] / rdata[20] / 3.60 / 10
min: wdata[20] / mem[1][20] / 1.13 / 1
max reg2reg: mem[32][30] / rdata[30] / 5.77 / 4
min reg2reg: mem[41][14] / rdata[14] / 1.53 / 6
max in group clk1: waddr[1] / mem[2][16] / 4.46 / 5
min in group clk0: mem[41][14] / rdata[14] / 1.53 / 6
[per-layer routing]
layer	GRT usage, %	part of all wire [%]	wire length (um)	up-vias
met3	13.0	17	35700	372
met5	0.720	0.13	286	-
met4	5.69	4.1	8850	8
met2	25.9	47	102000	2546
li1	-	-	-	17500
met1	18.4	32	69600	20200
[power breakdown]
group / switching (W) / internal [W] / total, W
clock network: 0.00374 / 0.00500 / 0.00874
registers: 0.0000347 / 0.0112 / 0.0113
logic: 0.000761 / 0.000348 / 0.00111
[through the flow]
step                cell area [um2]  power (W)
floorplan                     80300     0.0120
global placement              86100     0.0126
detailed placement            86100     0.0126
CTS                           92600     0.0213
global route                  92600     0.0217
finish                        92600     0.0211
[sequential cells by signal, summed over array words and instances, names as in the netlist]
signal	count
mem	2048
rdata	32
[cell families (layout without fill, tap and decap cells)]
logic type,after synthesis,in the layout,share of synthesized area (%)
AND-OR/OR-AND,506,506,4.58
other,0,11,0
flip-flops,2080,2080,77.8
multiplexers,953,953,14.0
buffers and inverters,255,607,1.43
XOR/XNOR,6,6,0.0655
AND/OR/NAND/NOR,363,363,2.12
[cell type report]
class,count,area [um2]
fill,24200,173000
sequential,2080,62500
multi-input combinational,1828,17200
clock buffer,237,5230
tap,3533,4420
timing repair buffer,238,1960
clock inverter,129,1270
antenna,11,27.5
inverter,3,11.3
[cell usage in the layout (no fill, tap or decap), types with 2 or more instances in the layout]
cell type,netlist,layout
inv_6,0,6
inv_1,3,3
xnor2_1,3,3
buf_12,0,11
nand2_1,102,102
clkbuf_16,0,204
nand3_1,130,130
nand2b_1,3,3
mux4_2,136,136
a22o_1,2,2
buf_2,118,32
a22oi_1,404,404
diode_2,0,11
nand4_1,34,34
or3_1,2,2
a21oi_1,64,64
nor3_2,0,2
buf_4,2,150
or3b_2,2,2
nor2_1,69,5
and2_4,0,2
nor2b_4,0,4
o21ai_0,2,2
clkinv_1,0,47
clkdlybuf4s50_1,0,43
inv_16,0,3
bufinv_16,0,22
clkinvlp_4,0,9
clkinv_2,0,38
nand3b_1,2,2
nor2b_1,9,4
mux2i_1,816,816
clkinv_4,0,2
clkbuf_1,116,33
xor2_1,3,3
a32oi_1,30,30
edfxtp_1,2080,2080
nor2_4,0,65
[critical path, delay by kind of cell]
kind | cells | cell delay [ns]
buf+inv | 4 | 2.11
mux | 1 | 0.26
compound gates | 4 | 0.61
simple gates | 1 | 0.08
Power figures rest on the tool's default switching activity, not on a simulated workload.
